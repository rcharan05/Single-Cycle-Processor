--- /design/flow/config.mk ---
export PLATFORM = sky130hd
export DESIGN_NAME = gpr
export DESIGN_NICKNAME = gpr
export VERILOG_FILES = /design/flow/design.v
export SDC_FILE = /design/flow/constraint.sdc
export NUM_CORES = 4
export LEC_CHECK = 1
export CORE_UTILIZATION = 30
export SYNTH_HDL_FRONTEND = slang
--- /design/flow/constraint.sdc ---
current_design gpr

set clk_period 9.2
set clk_io_pct 0.2

create_clock -name clk0 -period $clk_period [get_ports {clk}]

set non_clock_inputs [all_inputs -no_clocks]
set_input_delay [expr $clk_period * $clk_io_pct] -clock clk0 $non_clock_inputs
set_output_delay [expr $clk_period * $clk_io_pct] -clock clk0 [all_outputs]
--- /design/flow/design.v ---
`timescale 1ns / 1ps
module gpr (
    input  wire        clk,         
    input  wire        reset,       
    input  wire        reg_write,   
    input  wire [4:0]  rs1,         
    input  wire [4:0]  rs2,         
    input  wire [4:0]  write_reg,   
    input  wire [31:0] write_data,  
    output wire [31:0] rd1,         
    output wire [31:0] rd2          
);
  reg [31:0] regs [31:0];
  integer i;
  always @(posedge clk) begin
    if (reset) begin
      for (i = 0; i < 32; i = i + 1)
        regs[i] <= 32'b0;
    end else if (reg_write) begin
      regs[write_reg] <= write_data;
    end
  end
  assign rd1 = regs[rs1];
  assign rd2 = regs[rs2];
endmodule
module fpr (
    input  wire        clk,         
    input  wire        reset,       
    input  wire        reg_write,   
    input  wire [4:0]  rs1,         
    input  wire [4:0]  rs2,         
    input  wire [4:0]  write_reg,   
    input  wire [31:0] write_data,  
    output wire [31:0] rd1,         
    output wire [31:0] rd2          
);
  reg [31:0] regs [31:0];
  integer i;
  always @(posedge clk) begin
    if (reset) begin
      for (i = 0; i < 32; i = i + 1)
        regs[i] <= 32'b0;
    end else if (reg_write) begin
      regs[write_reg] <= write_data;
    end
  end
  assign rd1 = regs[rs1];
  assign rd2 = regs[rs2];
endmodule
--- /design/flow/run.sh ---
#!/bin/bash
# OpenROAD 26Q1-2900-gdf79404cd8, Yosys 0.63+post, stock flow scripts
make -C /OpenROAD-flow-scripts/flow DESIGN_CONFIG=/design/flow/config.mk WORK_HOME=/design/flow/orfs finish
==> run summary <==
fresh numbers from the pnr run: crit path cell chain clkdlybuf4s50_1 -> nor2b_4 -> buf_12 -> a22o_1 -> nor3_1 -> a31oi_1 -> nand3_1 -> clkdlybuf4s50_1, distinct lib cells 31, total gr overflow 0, crit path to rd2[8], most used cell, CP clkdlybuf4s50_1, largest net degree at the start of global routing 81, flip-flops with a built-in enable 1024, Core Rows 158, Vias/cell 5.36, die height 436 um, met2 usage 33.6%, switching power 2.89 mW, Cell Area, Synth 56500 sq um, worst hold path class primary input to register, placed cells 6931, Final ANT Viol Nets 0, via count 38.2k, status completed, biggest regs regs x1024, Slew Viols, Final 0, starting DRC count in detailed routing 2520, crit path time final 7.15 ns, CTS tree yes, max reg flops 1024, CTS Buf Count 107, hold_ws 2.02 ns, Setup Fix Bufs, Post-CTS 0, GR Util All Layers 21.8%, clock group share of total power 38.2%, CTS resizes 0, DP HPWL 110000 um, Reg power frac 49.5%, WS Path Type primary input to primary output, Top reg by flops regs, hold_buf cts 0, fillcell total 17.8k, Comb power frac 12.3%, Crit path required time 7.36 ns, cell-internal power 8.24 mW, Setup TNS 0 ns, Max FO, Critical Path 68, met3 Track Usage GR 11.9%, Bufs on Longest Clock Path 3, yosys cell count 4640, slew margin rel. 32.0%, Clock Pin Slew Worst Setup and Hold Paths 0.06 ns, switching fraction of total power 26.0%, Critical Path Slowest Stage Cell nor2b_4, CTS Sinks 1024, layout cells sized above 1 8.16%, Pre-antenna DRT Iters 6, Most Used Layer, Global Route met2, H-tree depth 3, prevailing post-synth register cell edfxtp_1, CTS root buffer clkbuf_16, Synth Seq Share 54.5%, FP Core Util 30.3%, Post-synth ARST share 0%, Final Hold Vio Count 0, Critical Path AT 5.31 ns, Power Total 11.1 mW, Logic area 23500 sq um, leakage 24.0 nW, Worst Hold Launch write_data[15], CP startpoint kind primary input, core region area 186000 sq um, crit path launch rs2[2], final cell count without fillers 7133, max_cap viols 0, post-layout util 33.9%, Flops after synth 1024, delay-heaviest family, CP buffers and inverters, total die size 190000 sq um, Die Wd 436 um, first-pass GRT wire length 283000 um, drt wl/cell 28.1 um, Bufs and invs on worst path 3, io pins 114, Final setup viols 0, pwr/cell area 176 nW/um^2, DRC 0, CP Depth 8, Area Growth Syn to Fin 11.8%, Yosys chip area 56500 sq um, crit-path max cell delay 0.76 ns, gpl congestion 0.901, most common logic cells in the final layout mux2i_1, and2_1, edfxtp_1, GR Util met1 24.8%, PortBufs 113, Mapped Cells 4640, Achievable Freq 140 MHz, CP endpoint kind primary output, synthesis warning total 0, tool warning count 27, vias in the first global route 39.1k, RSZ-0062 raised after global routing false, Detailed Route WL 200000 um, Worst Tran Pin Value 1.02 ns, Avg Cell Area, Syn 12.2 sq um, IR drop worst, VDD 0.138 mV, register area 30700 sq um, initial antenna violation count 14, fin crit share 77.7%
## worst min-delay path by stage
stage	end	slack [ns]	cells past startpoint
global route	regs[20][31]	2.04	3
CTS	regs[28][30]	1.98	3
finish	regs[4][15]	2.02	3
## per-layer routing
| metal | vias to the layer above | wire length, um |
|---|---|---|
| li1 | 16800 | - |
| met1 | 18600 | 69000 |
| met2 | 2315 | 93300 |
| met3 | 539 | 27000 |
| met4 | 8 | 11000 |
| met5 | - | 50 |
## cells in the mapped netlist (2+ instances only)
cell	number	area, sq um
edfxtp_1	1024	30700
clkbuf_1	189	709
or2_2	34	213
a21oi_1	192	961
a31oi_1	64	400
clkbuf_4	4	30.0
or3b_4	2	22.5
nor2_8	4	80.1
nand2b_1	5	31.3
buf_1	20	75.1
nor2_4	10	113
a22oi_1	192	1440
mux2i_1	1024	10200
nor2_1	22	82.6
buf_6	43	484
buf_2	50	250
buf_4	76	571
a22o_1	128	1120
nand2_1	195	732
clkbuf_2	66	330
and2_1	1026	6420
nor3_1	64	320
nor2b_1	4	25.0
nand3b_1	3	22.5
nand3_1	193	966
## stage by stage
stage	area [sq um]	setup WS, ns
6_report	63100	2.05
5_1_grt	63100	2.03
4_1_cts	63100	2.09
3_5_place_dp	59800	2.11
3_3_place_gp	59800	2.12
2_1_floorplan	56500	4.47
## power by group through the flow
stage | clock network [mW] | registers, mW | logic [mW]
4_1_cts | 4.30 | 5.50 | 1.36
5_1_grt | 4.45 | 5.54 | 1.44
6_report | 4.26 | 5.50 | 1.37
## logic make-up (layout without fill, tap and decap cells)
kind of cell / after synthesis / after routing / synth area share (%)
flops: 1024 / 1024 / 54.5
compound gates: 576 / 576 / 6.95
other cells: 0 / 10 / 0
mux: 1024 / 1024 / 18.2
buf+inv: 448 / 451 / 4.34
simple gates: 1568 / 1568 / 16.1
## cell type report
type                            count  share of cell area [%]
Sequential cell                  1024                    48.7
Timing Repair Buffer              259                    3.90
Multi-Input combinational cell   3168                    37.2
Clock buffer                      131                    4.38
Tap cell                         2480                    4.91
Antenna cell                       10                  0.0396
Clock inverter                     61                   0.904
## worst min-delay path, cell delays in order
cell and delay (ns):
clkdlybuf4s50_1 0.39, buf_4 0.21, and2_1 0.16
Power is estimated from default activity; no workload was simulated.
